==> flow/design.v <==
module SPI_mstr16(rst_n,clk,SS_n,SCLK,MOSI,MISO,cmd,done,rd_data,wrt);
input clk, rst_n, wrt, MISO;
input [15:0] cmd;
output logic done, SS_n, MOSI;
output SCLK;
output [15:0] rd_data;
logic [4:0] sclk_div; 
logic smpl, MISO_smpl, shft; 
logic [15:0] shft_reg;
logic rst_cnt; 
logic set_done, clr_done; 
logic [4:0]count; 
logic add;  
logic init;  
typedef enum logic[1:0]{IDLE, FRONT, SHIFT, BACK} state_t; 
state_t state, nxt_state;
always_ff@(posedge clk)
if(rst_cnt)
  sclk_div <= 5'b10111; 
else
  sclk_div <= sclk_div + 1'b1; 
assign SCLK = sclk_div[4]; 
always_ff@(posedge clk)
  if(smpl) 
    MISO_smpl <= MISO;
always_ff@(posedge clk)
  if(wrt)
    shft_reg <= cmd; 
  else if(shft)
    shft_reg <= {shft_reg[14:0], MISO_smpl}; 
assign MOSI = shft_reg[15]; 
assign rd_data = shft_reg;
always_ff@(posedge clk, negedge rst_n)
  if(!rst_n)
    state <= IDLE;
  else
    state <= nxt_state;
always_comb begin
  nxt_state = IDLE;
  rst_cnt = 0;
  smpl = 0;
  shft = 0;
  add = 0;
  init = 0;
  set_done = 0;
  clr_done = 0;
  case(state)
    IDLE: 
      begin
	rst_cnt = 1;
	if(wrt) begin 
	  nxt_state = FRONT;
	  clr_done = 1;  
	end
      end
    FRONT:  
      begin
	if(sclk_div == 5'b11111)begin
	  nxt_state = SHIFT;
	  init = 1; 
        end
        else
          nxt_state = FRONT;
      end
    SHIFT: 
      begin
        if(count == 16)
          nxt_state = BACK;
        else if(sclk_div == 5'b11111)begin 
	  nxt_state = SHIFT;
	  shft = 1; 
   	end
	else if(sclk_div == 5'b01111)begin 
	  nxt_state = SHIFT;
	  add = 1;
	  smpl = 1;  
 	end
        else
          nxt_state = SHIFT;
      end
    BACK: 
      begin
	if(sclk_div == 5'b11111)begin
	  nxt_state = IDLE;
	  shft = 1; 
	  set_done = 1;
	end
	else
	  nxt_state = BACK;
      end
    default:
	nxt_state = IDLE;
  endcase
end
always_ff@(posedge clk, negedge rst_n)
  if(!rst_n)
    count <= 1'b0;
  else if(init)
    count <= 1'b0; 
  else if(add)
    count <= count + 1; 
always_ff@(posedge clk, negedge rst_n)
  if(!rst_n)begin
    SS_n <= 1'b1; 
    done <= 1'b0; 
  end
  else if(set_done)
    begin
    SS_n <= 1'b1;
    done <= 1'b1;
  end
  else if(clr_done)
    begin
    SS_n <= 1'b0;
    done <= 1'b0;
  end
endmodule
module inert_intf(clk,rst_n,vld,ptch,SS_n,SCLK,MOSI,MISO,INT);
  input clk,rst_n;
  input MISO,INT;
  output logic vld;
  output SS_n,SCLK,MOSI;
  output [15:0] ptch;
  logic [7:0] hold_pitchL;
  logic [7:0] hold_pitchH;
  logic [7:0] hold_AZL;
  logic [7:0] hold_AZH;
  logic INT_ff1;
  logic INT_ff2;
  logic [15:0] timer;  
  logic [15:0] cmd;  
  logic wrt;
  logic done;
  logic [7:0] rd_data; 
  logic [15:0] AZ;
  logic [15:0] ptch_rt;
  logic clr_tmr;  
  logic rd_ptchL;
  logic rd_ptchH;
  logic rd_AZL;
  logic rd_AZH;
  typedef enum logic [3:0] {INIT1,INIT2,INIT3,INIT4,WAIT,READ1,READ2,READ3,READ4} state_t;
  state_t state, nextState;
  always_ff @(posedge clk) begin
    INT_ff1 <= INT;
    INT_ff2 <= INT_ff1;
  end
  always_ff @(posedge clk,negedge rst_n) begin
    if(!rst_n) begin
      hold_pitchL = 8'h00;
      hold_pitchH = 8'h00;
      hold_AZL = 8'h00;
      hold_AZH = 8'h00;
    end
    else if(rd_ptchL) hold_pitchL <= rd_data;
    else if(rd_ptchH) hold_pitchH <= rd_data;
    else if(rd_AZL) hold_AZL <= rd_data;
    else if(rd_AZH) hold_AZH <= rd_data;
  end
  always_ff @(posedge clk, negedge rst_n) begin
    if(!rst_n)
      timer <= 16'h0000;
    else if(clr_tmr)
      timer <= 16'h0000;
    else
      timer <= timer + 1;
  end
  always_ff @(posedge clk, negedge rst_n) begin
    if(!rst_n)
      state <= INIT1;
    else
      state <= nextState;
  end
  always_comb begin
    wrt = 0;
    cmd = 16'h0000;
    vld = 0;
    rd_ptchL = 0;
    rd_ptchH = 0;
    rd_AZL = 0;
    rd_AZH = 0;
    clr_tmr = 0;
	 nextState = INIT1;
    case (state)
      INIT1: begin
        cmd = 16'h0D02;
	if(&timer) begin
	  nextState = INIT2;
	  clr_tmr = 1;
	  wrt = 1;
	end
      end
      INIT2: begin
	cmd = 16'h1053;
	if(&timer[9:0]) begin 
          nextState = INIT3;
	  clr_tmr = 1;
	  wrt = 1;
	end
	else nextState = INIT2;
      end
      INIT3: begin
	cmd = 16'h1150;
	if(&timer[9:0]) begin
	  nextState = INIT4;
	  clr_tmr = 1;
	  wrt = 1;
	end
	else nextState = INIT3;
      end
      INIT4: begin
	cmd = 16'h1460;
	if(&timer[9:0]) begin
	  nextState = WAIT;
	  clr_tmr = 1;
	  wrt = 1;
	end
	else nextState = INIT4;
      end
      WAIT: begin
	if(INT_ff2) begin
	  nextState = READ1;
	  cmd = 16'hA2xx;
	  wrt = 1;
	end
	else
	  nextState = WAIT;
      end
      READ1: begin
	if(done) begin
	  rd_ptchL = 1;
	  cmd = 16'hA3xx;
	  wrt = 1;
	  nextState = READ2;
	end
	else nextState = READ1;
      end
      READ2: begin
	if(done) begin
	  cmd = 16'hACxx;
	  wrt = 1;
	  rd_ptchH = 1;
	  nextState = READ3;
	end
	else nextState = READ2;
      end
      READ3: begin
	if(done) begin
	  wrt = 1;
 	  cmd = 16'hADxx;
	  rd_AZL = 1;
	  nextState = READ4;
	end
	else nextState = READ3;
      end
      READ4: begin
	if(done) begin
	  rd_AZH = 1;
	  nextState = WAIT;
	  vld = 1;
	end
	else nextState = READ4;
      end
      default: nextState = INIT1;
    endcase
  end
  assign ptch_rt = {hold_pitchH,hold_pitchL};
  assign AZ = {hold_AZH,hold_AZL};
  SPI_mstr16 SPI_DUT(.clk(clk),.rst_n(rst_n),.SS_n(SS_n),.SCLK(SCLK),.MOSI(MOSI),.MISO(MISO),.wrt(wrt),.cmd(cmd),.done(done),.rd_data(rd_data));
  inertial_integrator integrator_DUT(.clk(clk),.rst_n(rst_n),.vld(vld),.ptch_rt(ptch_rt),.AZ(AZ),.ptch(ptch));  
endmodule
module inertial_integrator(clk,rst_n,vld,ptch_rt,AZ,ptch);
  input clk,rst_n,vld;
  input logic signed [15:0] ptch_rt, AZ;
  output logic signed [15:0] ptch;
  logic signed [26:0] ptch_int;
  logic signed [15:0] ptch_rt_comp;
  logic signed [15:0] AZ_comp;
  logic signed [25:0] ptch_acc_product;
  logic signed [15:0] ptch_acc;
  logic signed [26:0] fusion_ptch_offset;
  localparam signed PTCH_RT_OFFSET = 16'h03C2;
  localparam signed AZ_OFFSET = 16'hFE80; 
  assign AZ_comp = AZ - AZ_OFFSET;
  assign ptch = ptch_int[26:11];
  assign ptch_rt_comp = ptch_rt - PTCH_RT_OFFSET;
  assign ptch_acc_product = AZ_comp*$signed(327);
  assign ptch_acc = {{3{ptch_acc_product[25]}},ptch_acc_product[25:13]};
  assign fusion_ptch_offset = (ptch_acc > ptch) ? 512: -512;  
  always_ff @(posedge clk, negedge rst_n) begin
    if(!rst_n) 
      ptch_int <= 27'h0000000;
    else if(vld)
      ptch_int <= ptch_int - {{11{ptch_rt_comp[15]}},ptch_rt_comp} + fusion_ptch_offset;
  end
endmodule 
==> flow/run.sh <==
#!/bin/bash
# OpenROAD 26Q1-2900-gdf79404cd8, Yosys 0.63+post, stock flow scripts
make -C /OpenROAD-flow-scripts/flow DESIGN_CONFIG=/design/flow/config.mk WORK_HOME=/design/flow/orfs finish
==> flow/config.mk <==
export PLATFORM = sky130hd
export DESIGN_NAME = inert_intf
export DESIGN_NICKNAME = inert_intf
export VERILOG_FILES = /design/flow/design.v
export SDC_FILE = /design/flow/constraint.sdc
export NUM_CORES = 4
export LEC_CHECK = 1
export CORE_UTILIZATION = 30
==> flow/constraint.sdc <==
current_design inert_intf

set clk_period 14.2
set clk_io_pct 0.2

create_clock -name clk0 -period $clk_period [get_ports {clk}]

set non_clock_inputs [all_inputs -no_clocks]
set_input_delay [expr $clk_period * $clk_io_pct] -clock clk0 $non_clock_inputs
set_output_delay [expr $clk_period * $clk_io_pct] -clock clk0 [all_outputs]
==> results.py <==
# Synthesis and PnR figures
metrics = {
    "power": {
        "p_comb_share_pct": 0.8,
        "p_clk_share_pct": 54.6,
        "swShare_pct": 23.6,
        "switching_power_mw": 0.183,
        "p_leak_nw": 5.79,
        "power_density_nw_per_um2": 67.7,
        "intPower_mw": 0.591,
        "total_power_mw": 0.775,
        "p_seq_share_pct": 44.6,
        "peakVddDrop_mv": 0.0809,
    },
    "clocking": {
        "clock-sinks": 119,
        "cts_tree": "built",
        "cts_root_buf": "clkbuf_16",
        "cts_hold_buffers": 0,
        "path_clk_slew_ns": 0.06,
        "numCtsBuffers": 17,
        "htreeDepth": 4,
        "post_cts_resized": 0,
        "cts_buffer_depth": 2,
        "clock.latency.late_pin_ns": 0.42,
        "cts_setup_buffers": 0,
    },
    "floorplanning": {
        "initCoreUtil_pct": 30.5,
        "ioPinCount": 24,
        "num_rows": 67,
        "die_w_microns": 186,
        "dieArea_sq_um": 34700,
        "core_area_sq_um": 33400,
        "die_y_microns": 186,
    },
    "yosys": {
        "xor_share_pct": 6.27,
        "synth-compound-area-share_pct": 12.7,
        "async_flop_share_pct": 79.8,
        "numSynthFlops": 119,
        "logic_family": "adder cells",
        "synthSimpleGateAreaFrac_pct": 11.3,
        "syn_area_sq_um": 10200,
        "ys_warn_count": 4,
        "synthCells": 1052,
        "ys_seq_share_pct": 29.7,
        "ys_area_sq_um": 10200,
        "edf_count": 17,
        "ys.flop_type": "dfrtp_1",
        "ys_cells": 1052,
        "syn_area_per_cell_sq_um": 9.69,
        "mux_share_pct": 4.15,
        "ys_sh_adder_pct": 28.2,
        "ys_types": 67,
    },
    "final_timing": {
        "relSlewSlack_pct": 44.1,
        "rsz0062_at_grt": "false",
        "timing.final.crit_share_pct": 71.2,
        "fin_skew_ns": 0.00790,
        "fin_ws_ns": 4.08,
        "fmax_ghz": 0.0989,
        "setup_violations": 0,
        "finalCriticalPeriod_ns": 10.12,
        "tightest_slew_ns": 0.831,
        "fin_setup_tns_ns": 0,
        "report.final.hold_viol_count": 0,
        "drv_slew": 0,
    },
    "critical_path": {
        "cp-start-kind": "register",
        "path_class": "register to register",
        "max_stage_delay_ns": 0.58,
        "worstPathRequired_ns": 14.56,
        "end_kind": "register",
        "worstPathMaxFanout": 16,
        "critPathArrivalTime_ns": 10.47,
        "crit_slowest_cell": "or4b_2",
    },
    "layout": {
        "largest_reg_flops": 27,
        "combGateArea_sq_um": 6390,
        "flop_area_sq_um": 3030,
        "syn2layout_area_growth_pct": 12.2,
        "fillCellCount": 3324,
        "drive_gt1_share_pct": 8.69,
    },
    "route": {
        "vias_per_cell": 4.62,
        "final_antenna_net_count": 0,
        "route.met3.wl_microns": 811,
        "wl_met2_microns": 8780,
        "wl_per_cell_microns": 13.0,
        "top_layer_used": "met4",
        "drt_iter0_drc": 361,
        "wl_met1_microns": 10000,
        "drc": 0,
        "diodes": 0,
        "vias": 7076,
        "drt_pass1_iterations": 6,
        "wl_microns": 19800,
    },
    "placed_design": {
        "dp_slack_ns": 4.10,
        "port_buffers": 23,
        "place_congestion": 0.893,
        "hpwl_microns": 15200,
    },
    "job": {
        "cap_viol_max_count": 0,
        "warning_count": 32,
    },
    "global_routing": {
        "grt.overflow.total": 0,
        "grt_pass1_wl_microns": 34700,
        "grt_max_degree": 54,
        "grt_pass1_vias": 7042,
        "gr-usage-all-layers_pct": 12.4,
        "antenna_found_initial": 0,
    },
    "hold_path": {
        "hold_path_class": "register to register",
    },
    "status": {
        "status": "complete, no violations",
    },
}
[power by group through the flow]
stage / Combinational, mW / Sequential, mW / Clock (mW)
4_1_cts: 0.00686 / 0.345 / 0.432
5_1_grt: 0.00757 / 0.345 / 0.448
6_report: 0.00626 / 0.345 / 0.423
[routing by layer]
metal	vias to the layer above	GRT usage, %
met5	-	0
met4	0	1.21
met3	13	2.57
met2	116	18.6
met1	3323	19.5
li1	3624	-
[placed cells by master, fill, tap and decap left out, drive strengths merged, types with 5 or more instances in the layout]
master	instances
xnor2	39
o31ai	8
clkdlybuf4s50	22
o21a	13
and2	8
a21o	18
a211oi	10
dfrtp	92
nor3	19
a31oi	8
o21ai	48
nand2	74
inv	166
buf	9
fa	58
o21bai	9
edfxtp	17
nor2b	7
mux2	34
nand3	27
xor2	34
ha	137
clkbuf	18
nor2	56
dfxtp	7
o211ai	6
a21oi	41
or3	7
and3	9
nand2b	5
nand4	11
[metrics by stage]
stage               cell area, sq um  utilization (%)  std cells  hold WS, ns
floorplan                      10200                -       1052        0.310
finish                         11400             34.2       1530        0.354
CTS                            11400             34.2       1530        0.355
global placement               10900             32.5       1498        0.347
global route                   11400             34.2       1530        0.367
detailed placement             10900             32.5       1498        0.334
[synthesized netlist by cell type (6+ instances only)]
master,instances,area (sq um)
a211oi_1,8,60.1
a21o_1,17,128
a21oi_1,41,205
a31oi_1,8,50.1
and2_1,8,50.1
and3_1,9,56.3
buf_4,16,120
clkbuf_1,13,48.8
dfrtp_1,92,2300
dfxtp_1,7,140
edfxtp_1,17,510
fa_1,58,1160
ha_1,137,1710
inv_1,159,597
mux2_2,34,383
nand2_1,74,278
nand3_1,27,135
nand4_1,11,68.8
nor2_1,56,210
nor2b_1,7,43.8
nor3_1,19,95.1
o211ai_1,6,45.0
o21a_1,13,97.6
o21ai_0,47,235
o21bai_1,9,67.6
o31ai_1,6,45.0
or3_1,7,43.8
xnor2_1,39,342
xor2_1,34,298
[critical path, delay by kind of cell (launching register included)]
| kind | cells | cell delay, ns |
|---|---|---|
| compound gates | 9 | 2.62 |
| xor+xnor | 2 | 0.36 |
| fa+ha+maj | 10 | 3.97 |
| buf+inv | 8 | 1.21 |
| flops | 1 | 0.51 |
| simple gates | 8 | 1.36 |
[layout make-up]
cell class	instances	share of cell area [%]
timing repair buffer	31	2.52
sequential	119	26.5
inverter	159	5.22
clock inverter	14	1.22
clock buffer	18	3.75
tap	448	4.90
multi-input combinational	741	55.9
[path summary, 6_finish.rpt]
kind / cells past startpoint / start / slack (ns) / endpoint
max: 37 / hold_AZL[7]$_DFFE_PN0P_ / 4.08 / integrator_DUT.ptch_int[25]$_DFFE_PN0P_
min: 0 / INT_ff1$_DFF_P_ / 0.35 / INT_ff2$_DFF_P_
max reg2reg: 37 / hold_AZL[7]$_DFFE_PN0P_ / 4.08 / integrator_DUT.ptch_int[25]$_DFFE_PN0P_
min reg2reg: 0 / INT_ff1$_DFF_P_ / 0.35 / INT_ff2$_DFF_P_
max in group asynchronous: 2 / rst_n / 10.68 / timer[14]$_DFF_PN0_
min in group asynchronous: 1 / rst_n / 2.44 / hold_AZL[7]$_DFFE_PN0P_
[cells by family after synthesis]
family,after synthesis
buf+inv,192
xor+xnor,73
compound gates,194
simple gates,241
mux,38
flops,119
fa+ha+maj,195
Power and IR drop assume default switching activity.
