===== /design/flow/design.v =====
module steer_en(clk,rst_n,en_steer,rider_off,lft_ld,rght_ld,ld_cell_diff);
  input clk;				 
	input rst_n;				 
	input [11:0] lft_ld;
	input [11:0] rght_ld;
	output logic en_steer;	 
	output logic rider_off;	 
	output [11:0] ld_cell_diff;  
	localparam MIN_RIDER_WEIGHT	 = 12'h200;
	logic sum_gt_min; 
	logic diff_gt_15_16;  
	logic diff_gt_1_4;  
  logic clr_tmr;		 
	logic tmr_full; 
	logic [26:0] timer;
	parameter fast_sim = 0;  
	typedef enum logic [1:0] {IDLE, WAIT, STEER} state_t;
		state_t state, nextState;
	always_ff @(posedge clk, negedge rst_n) begin
		if(!rst_n)
			timer <= 26'h0000000;
		else if(clr_tmr)
			timer <= 26'h0000000;
		else
			timer <= timer + 1;
	end
	always_ff @(posedge clk, negedge rst_n) begin
		if(!rst_n)
			state <= IDLE;
		else
			state <= nextState;
	end
	assign sum_gt_min = ((lft_ld + rght_ld) >= MIN_RIDER_WEIGHT);
	assign diff_gt_15_16 = (lft_ld - rght_ld < 0) ? -(lft_ld-rght_ld) > 15*(lft_ld+ rght_ld)/16 : (lft_ld-rght_ld) > 15*(lft_ld+ rght_ld)/16;
	assign diff_gt_1_4 = (lft_ld - rght_ld < 0) ? -(lft_ld - rght_ld) < (lft_ld + rght_ld)/4 : (lft_ld - rght_ld) < (lft_ld + rght_ld)/4;
	assign tmr_full = (fast_sim)? &timer[14:0]: &timer;
	assign ld_cell_diff = lft_ld - rght_ld;
	always_comb begin
		clr_tmr = 0;
		en_steer = 0;
		rider_off = 0;
		nextState = IDLE;
		unique case(state)
			IDLE: 
				if(sum_gt_min) begin
					nextState = WAIT;
					clr_tmr = 1;
					end
			WAIT: begin 
				if(!sum_gt_min) begin
					nextState = IDLE;
					rider_off = 1;
				end
				else if(diff_gt_1_4) begin
					nextState = WAIT;
					clr_tmr = 1;
				end
				else if(tmr_full)
						nextState = STEER;
				else
						nextState = WAIT;
			end
			STEER: begin
				en_steer = 1;
				if(!sum_gt_min) begin
					nextState = IDLE;
					rider_off = 1;
				end
				else if(diff_gt_15_16) begin
					clr_tmr = 1;
					nextState = WAIT;
				end
				else
					nextState = STEER;
			end
			default:
				nextState = IDLE;
		endcase
	end
endmodule

===== /design/flow/run.sh =====
#!/bin/bash
# OpenROAD 26Q1-2900-gdf79404cd8, Yosys 0.63+post, stock flow scripts
make -C /OpenROAD-flow-scripts/flow DESIGN_CONFIG=/design/flow/config.mk WORK_HOME=/design/flow/orfs finish

===== /design/flow/config.mk =====
export PLATFORM = sky130hd
export DESIGN_NAME = steer_en
export DESIGN_NICKNAME = steer_en
export VERILOG_FILES = /design/flow/design.v
export SDC_FILE = /design/flow/constraint.sdc
export NUM_CORES = 4
export LEC_CHECK = 1
export CORE_UTILIZATION = 40

===== /design/flow/constraint.sdc =====
current_design steer_en

set clk_period 14.3
set clk_io_pct 0.2

create_clock -name clk0 -period $clk_period [get_ports {clk}]

set non_clock_inputs [all_inputs -no_clocks]
set_input_delay [expr $clk_period * $clk_io_pct] -clock clk0 $non_clock_inputs
set_output_delay [expr $clk_period * $clk_io_pct] -clock clk0 [all_outputs]

==> flow_metrics.tcl <==
# flow metrics
set metrics [dict create \
    gr-total-overflow 0 \
    cap_violations 0 \
    cts_tree "done" \
    ys_ff 30 \
    fin_tns_setup_ns 0 \
    clockRootBuffer "clkbuf_16" \
    synth_chip_area_sq_um 4540 \
    crit_arrival_ns 6.80 \
    ys_cells 520 \
    vias 3648 \
    async_reset_ff_share_pct 100 \
    power.leakage_nw 2.21 \
    grt_max_degree 31 \
    port_buffers 39 \
    yosys_most_used_dff "dfrtp_1" \
    cts_max_path_buffers 2 \
    seqPwrFrac_pct 10.1 \
    p_clk_share_pct 10.4 \
    syn_area_per_cell_sq_um 8.72 \
    fin_skew_ns 0.00632 \
    grt_pass1_wl_mm 15.8 \
    seqCellArea_sq_um 752 \
    power_density_nw_per_um2 191 \
    post_cts_buffers 0 \
    rsz0062_at_grt "false" \
    tightest_slew_ns 0.574 \
    drt-pass1-iter-count 4 \
    die_h_microns 109 \
    p_comb_share_pct 79.5 \
    status "complete, no violations" \
    wl_mm 8.93 \
    antenna_found_initial 0 \
    synth-warning-count 1 \
    placementRows 38 \
    layout_min_cycle_time_ns 9.66 \
    gp_congestion 0.923 \
    log.warning_count 40 \
    htreeDepth 2 \
    layout_top_cells "65 x ha_1, 55 x inv_1, 39 x clkdlybuf4s50_1" \
    netlist_instances 520 \
    path_max_fanout 13 \
    ir_worst_vdd_mv 0.0863 \
    viasPerCell 5.26 \
    synth.distinct_cells 70 \
    fa_ha_area_share_pct 25.2 \
    drc 0 \
    finalSetupViolCount 0 \
    area_delta_synth_final_pct 13.6 \
    start_kind "input pin" \
    enable_flop_cells 0 \
    endpoint_kind "output pin" \
    synthMuxAreaShare_pct 0 \
    simple_gate_area_share_pct 18.1 \
    fmax_mhz 104 \
    hp-class "reg -> reg" \
    finalHoldViolCount 0 \
    switching_share_pct 46.8 \
    die_x_microns 109 \
    cts.clk_slew.worst_paths_ns 0.04 \
    syn-cell-area_sq_um 4540 \
    die_area_sq_um 11800 \
    seq_area_frac_synth_pct 16.6 \
    wl_per_cell_microns 12.9 \
    relSlewSlack_pct 61.7 \
    fp.coreArea_sq_um 10900 \
    diodes 0 \
    fillers 1040 \
    layout_top_cell "ha_1" \
    power_mw 0.985 \
    drtAntennaViolNets 0 \
    logic_area_sq_um 3440 \
    clock.latency.late_pin_ns 0.27 \
    fp_util_pct 41.5 \
    ctsResizeCount 0 \
    dp_hpwl_mm 7.29 \
    grt_pass1_vias 3524 \
    switchingPower_mw 0.461 \
    drtIter0Drc 160 \
    critPathKind "in -> out" \
    synth-xor-area-share_pct 11.7 \
    slew_viol_final 0 \
    hold_buffers 0 \
    cp.required_ns 11.44 \
    final_layout_size_suffix_gt1_share_pct 7.94 \
    topCombFamilyByArea "adder cells" \
    clock_sinks 30 \
    p_int_mw 0.524 \
    pin_count 40 \
    grt_use_total_pct 16.7 \
    yosys.area_share.aoi_pct 20.8 \
    cts_buffers 5 \
    finalCritPeriodShare_pct 67.5 \
]
[area by class of cell]
cell class              count  area share (%)
clock buffers               8            2.84
inverters                  59            4.30
multi-input cells         414            66.7
flip-flops and latches     30            14.6
well taps                 140            3.40
repair buffers             43            8.16
[cell usage after synthesis (2+ instances only)]
cell / number / share of area (%)
o211ai_1: 3 / 0.50
or4_1: 3 / 0.50
and3_1: 8 / 1.1
o21ai_0: 15 / 1.7
buf_4: 4 / 0.66
fa_1: 14 / 6.2
nor4_2: 2 / 0.55
xnor2_1: 36 / 6.9
a211oi_2: 10 / 2.8
a31oi_1: 3 / 0.41
inv_1: 55 / 4.6
buf_6: 5 / 1.2
xor2_1: 19 / 3.7
o21ai_1: 2 / 0.22
ha_1: 65 / 18
o22ai_1: 2 / 0.28
and2_1: 2 / 0.28
a211o_1: 3 / 0.58
maj3_1: 5 / 1.1
clkinv_1: 2 / 0.17
and4_1: 3 / 0.58
dfrtp_1: 29 / 16
o2111a_1: 3 / 0.74
xor2_2: 2 / 0.72
nor2b_1: 14 / 1.9
nand4_1: 8 / 1.1
nor3_4: 2 / 0.72
a211oi_1: 25 / 4.1
o21bai_1: 3 / 0.50
o21ai_2: 2 / 0.39
o211a_1: 2 / 0.44
a21o_1: 3 / 0.50
or2_2: 3 / 0.41
nand2b_1: 6 / 0.83
nor3_1: 11 / 1.2
o21a_1: 6 / 0.99
buf_2: 6 / 0.66
a21oi_1: 25 / 2.8
nand2_1: 24 / 2.0
nand3_1: 11 / 1.2
inv_2: 2 / 0.17
or3_1: 9 / 1.2
nor2_1: 36 / 3.0
[sequential cells by signal (all words and copies together), names as in the netlist]
register / count
timer: 27
state: 3
[per-layer routing]
| layer | vias up | wire [microns] | global-route usage (%) | share of wire [%] |
|---|---|---|---|---|
| met5 | - | 0 | 0 | 0 |
| met4 | 0 | 163 | 2.70 | 1.8 |
| met3 | 12 | 245 | 1.72 | 2.7 |
| met2 | 49 | 4140 | 28.7 | 46 |
| met1 | 1677 | 4380 | 23.3 | 49 |
| li1 | 1910 | - | - | - |
[logic make-up (layout without fill, tap and decap cells)]
| logic type | count (synthesis) | in the layout |
|---|---|---|
| DFF | 30 | 30 |
| buffers and inverters | 76 | 110 |
| xor gates and xnor gates | 58 | 58 |
| adders and majority gates | 84 | 84 |
| AOI/OAI and AO/OA | 122 | 122 |
| and+or+nand+nor | 150 | 150 |
[path summary, 6_finish.rpt]
check                      depth (start not counted)  slack [ns]  startpoint   endpoint
max                                               14        4.64  rght_ld[6]  rider_off
min                                                1        0.48    timer[0]   timer[0]
max reg2reg                                        7       12.10    timer[0]   state[2]
min reg2reg                                        1        0.48    timer[0]   timer[0]
max in group asynchronous                          2       11.00       rst_n   state[0]
min in group asynchronous                          2        2.98       rst_n   timer[8]
[critical path: stages]
cell,delay [ns]
clkdlybuf4s50_1,0.47
inv_1,0.05
ha_1,0.55
nor2b_1,0.13
o211a_1,0.24
or4_1,0.41
o21ai_2,0.19
xor2_2,0.33
inv_1,0.19
ha_1,0.22
nor2b_1,0.15
nor3_4,0.37
o21a_1,0.18
clkdlybuf4s50_1,0.45
[power by group through the flow]
| stage | logic (mW) | clock network (mW) | registers (mW) |
|---|---|---|---|
| after global routing | 0.915 | 0.109 | 0.101 |
| after CTS | 0.795 | 0.105 | 0.0998 |
| final | 0.783 | 0.102 | 0.0998 |
[through the flow]
step                      util (%)  hold slack (ns)  cell area [sq um]  cells  setup WS [ns]
after floorplan                  -            0.440               4540    520           5.52
after global placement        45.8            0.459               5010    686           4.58
after detailed placement      45.8            0.466               5010    686           4.43
after CTS                     47.1            0.480               5150    694           4.63
after global routing          47.1            0.493               5150    694           4.06
final                         47.1            0.480               5150    694           4.64
