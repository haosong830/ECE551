==> design.v <==
module balance_cntrl(clk,rst_n,vld,ptch,ld_cell_diff,lft_spd,lft_rev,
                     rght_spd,rght_rev,rider_off, en_steer,pwr_up,too_fast);
  input clk,rst_n;
  input vld;						 
  input signed [15:0] ptch;			 
  input signed [11:0] ld_cell_diff;	 
  input rider_off;					 
  input en_steer;
  input pwr_up;
  output too_fast;
  output [10:0] lft_spd;			 
  output lft_rev;					 
  output [10:0] rght_spd;			 
  output rght_rev;					 
  parameter fast_sim = 0;
  logic signed [14:0] ptch_P_term;
  logic signed [17:0] integrator;
  logic signed [12:0] ptch_D_term;
  logic signed [15:0] lft_torque;
  logic signed [15:0] rght_torque;
  logic signed [9:0] ptch_err_sat;
  logic signed [17:0] ptch_err_sat_SE;
  logic signed [17:0] sum_intgtr_ptcherr;
  logic signed [9:0] prev_ptch_err;
  logic signed [9:0] tempI;
  logic signed [9:0] ptch_D_diff;
  logic signed [6:0] ptch_D_diff_SE;
  logic signed [15:0] PID_cntrl;
  logic unsigned [15:0] lft_torque_abs;
  logic unsigned [15:0] rght_torque_abs;
  logic signed [15:0] leftSum;
  logic signed [15:0] rightSum; 
  logic compareLeft;
  logic compareRight;
  logic signed [15:0] lft_shaped;
  logic unsigned [15:0] lft_shaped_abs;
  logic signed [15:0] rght_shaped;
  logic unsigned [15:0] rght_shaped_abs;
  logic ov;
  localparam P_COEFF = 5'h0E;
  localparam D_COEFF = 6'h14;				 
  localparam LOW_TORQUE_BAND = 8'h46;	 
  localparam GAIN_MULTIPLIER = 6'h0F;	 
  localparam MIN_DUTY = 15'h03D4;		 
  always_comb begin
    ptch_err_sat = ptch[15] ? (&ptch[15:9] ? ptch[9:0] : 10'b1000000000) : (|ptch[15:9] ? 10'b0111111111 : ptch[9:0]);
    ptch_P_term = ptch_err_sat * ($signed(P_COEFF));
    ptch_err_sat_SE = {{8{ptch_err_sat[9]}},ptch_err_sat};
    sum_intgtr_ptcherr = ptch_err_sat_SE + integrator;
    ov = ((ptch_err_sat_SE[17] == integrator[17]) && (ptch_err_sat_SE[17] !== sum_intgtr_ptcherr[17]));
  end
  always_ff @(posedge clk, negedge rst_n) begin
    if(!rst_n)
      integrator <= 18'h00000;
    else begin
      if(rider_off)
        integrator <= 18'h00000;
			else if(!pwr_up)
				integrator <= 18'h00000;
      else begin
        if(vld && !ov)
   	  integrator <= sum_intgtr_ptcherr;
	else
	  integrator <= integrator;
      end
    end
  end
  always_ff @(posedge clk, negedge rst_n) begin
    if(!rst_n) begin
      tempI <= 10'h000; 
      prev_ptch_err <= 10'h000;
    end
    else begin
      if(vld) begin
        tempI <= ptch_err_sat;
	prev_ptch_err <= tempI;
      end
    end
  end
  assign ptch_D_diff = ptch_err_sat - prev_ptch_err;
  assign ptch_D_diff_SE = (ptch_D_diff[9] && ~&ptch_D_diff[8:6]) ? 7'h40 : (~ptch_D_diff[9] && |ptch_D_diff[8:6]) ? 7'h3F : ptch_D_diff[6:0];
  assign ptch_D_term = ($signed(D_COEFF)) * ptch_D_diff_SE;
  assign PID_cntrl = (fast_sim) ? {ptch_P_term[14],ptch_P_term} + integrator[17:2] + {{3{ptch_D_term[12]}},ptch_D_term} : {{1{ptch_P_term[14]}},ptch_P_term[14:0]} + {{3{ptch_D_term[12]}},ptch_D_term[12:0]} + {{4{integrator[17]}},integrator[17:6]};
  assign lft_torque = en_steer ? (PID_cntrl - {{7{ld_cell_diff[11]}}, ld_cell_diff[11:3]}) : PID_cntrl;
  assign rght_torque = en_steer ? (PID_cntrl + {{7{ld_cell_diff[11]}}, ld_cell_diff[11:3]}) : PID_cntrl;
  assign leftSum = lft_torque[15] ? lft_torque -($signed(MIN_DUTY)) : lft_torque + ($signed(MIN_DUTY));
  assign rightSum = rght_torque[15] ? rght_torque - ($signed(MIN_DUTY)) : rght_torque + ($signed(MIN_DUTY));
  assign lft_torque_abs = lft_torque[15] ? ~lft_torque + 1 : lft_torque;
  assign rght_torque_abs = rght_torque[15] ? -rght_torque : rght_torque;
  assign compareLeft = (lft_torque_abs >= LOW_TORQUE_BAND);
  assign compareRight = (rght_torque_abs >= LOW_TORQUE_BAND);
  assign lft_shaped = compareLeft ? leftSum : lft_torque * ($signed(GAIN_MULTIPLIER));
  assign lft_shaped_abs = lft_shaped[15] ? -lft_shaped : lft_shaped;
  assign lft_spd = (pwr_up) ? ((|lft_shaped_abs[15:11]) ? 11'h7FF : lft_shaped_abs[10:0]) : 11'h000;
  assign lft_rev = lft_shaped[15];
  assign rght_shaped = compareRight ? rightSum : rght_torque * ($signed(GAIN_MULTIPLIER));
  assign rght_shaped_abs = rght_shaped[15] ? -rght_shaped : rght_shaped;
  assign rght_spd = (pwr_up) ? ((|rght_shaped_abs[15:11]) ? 11'h7FF : rght_shaped_abs[10:0]) : 11'h000;
  assign rght_rev = rght_shaped[15];
  assign too_fast = (lft_spd > 1536 || rght_spd > 1536);
endmodule 
==> run.sh <==
#!/bin/bash
# OpenROAD 26Q1-2900-gdf79404cd8, Yosys 0.63+post, stock flow scripts
make -C /OpenROAD-flow-scripts/flow DESIGN_CONFIG=/design/flow/config.mk WORK_HOME=/design/flow/orfs finish
==> config.mk <==
export PLATFORM = sky130hd
export DESIGN_NAME = balance_cntrl
export DESIGN_NICKNAME = balance_cntrl
export VERILOG_FILES = /design/flow/design.v
export SDC_FILE = /design/flow/constraint.sdc
export NUM_CORES = 4
export LEC_CHECK = 1
export CORE_UTILIZATION = 40
==> constraint.sdc <==
current_design balance_cntrl

set clk_period 32.7
set clk_io_pct 0.2

create_clock -name clk0 -period $clk_period [get_ports {clk}]

set non_clock_inputs [all_inputs -no_clocks]
set_input_delay [expr $clk_period * $clk_io_pct] -clock clk0 $non_clock_inputs
set_output_delay [expr $clk_period * $clk_io_pct] -clock clk0 [all_outputs]
==> flow_summary.toml <==
# implementation run metrics
[logic_synthesis]
synth-simple-area-share_pct = 16.3
edf_count = 0
yosysMostFrequentCell = "inv_1"
syn_area_um2 = 12800
syn_avg_cell_area_um2 = 7.73
yosys-mux-area-fraction_pct = 2.30
yosys_warnings = 1
postSynthCellCount = 1660
logic_family = "adder cells"
ys_sh_xor_pct = 10.5
synth_flops = 38
async_flop_share_pct = 100
ys_sh_aoi_pct = 23.2
ff_type = "dfrtp_1"
yosys_cells = 1660
synthTopCellsByArea = "ha_1 19%, fa_1 12%, dfrtp_1 7.4%"
synthDistinctLibCells = 82
yosysChipArea_um2 = 12800
yosys.area.top_type = "ha_1"
synth_seq_share_pct = 7.41
netlist_top_cells_count = "243 x inv_1, 198 x ha_1, 122 x a21oi_1"
synth_top_area_share_pct = 19.3
ys_sh_adder_pct = 31.5

[floorplan]
chipArea_um2 = 32800
dieWidth_um = 181
io_pins = 59
core-area_um2 = 31600
row_count = 65
die_h_um = 181
initCoreUtil_pct = 40.7

[critical_path]
crit_path_start_kind = "input port"
crit_type = "input port to output port"
r2r_slack_ns = 28.42
end_kind = "output port"
crit_slowest_cell = "ha_1"
critical-path-max-stage-delay_ns = 0.57
crit_fanout = 23
critPathArrivalTime_ns = 20.99
crit_top_cell = "a21oi_1"
critPathRequiredTime_ns = 26.16

[timing]
holdWs_ns = 0.476
setup_viol = 0
fmax_mhz = 36.3
min_period_over_period_pct = 84.2
maxSlewHeadroom_pct = 44.5
finClkSkew_ns = 0.00309
worstMarginPinSlew_ns = 0.824
setup_tns_ns = 0
final_hold_viol_count = 0
fin_crit_ns = 27.53
grt_setup_unrepaired = "no"
drv_slew = 0

[global_route]
busiest_layer = "met2"
grt_pass1_wl_mm = 50.3
grt_use_met1_pct = 28.3
first_global_vias = 10300
grt.total_usage_pct = 19.0
grt_max_degree = 50
gr-usage-met3_pct = 1.66
antenna_found_initial = 0
overflow = 0
grt_use_met2_pct = 31.7

[placement]
portBuffers = 55
hpwl_mm = 25.1
gp_congestion = 0.884

[detailed_routing]
drc = 0
n_antenna_cell = 0
ant_nets = 0
vias_per_cell = 5.31
drtIter0Drc = 379
firstDrtPassIters = 5
wl_mm = 29.8
vias = 11100
wl_per_cell_um = 14.2

[final_layout]
fillers = 3119
regArea_um2 = 951
final_util_pct = 44.4
area_growth_pct = 9.13
drive_gt1_share_pct = 4.31
mi_logic_area_um2 = 10800

[clock_network]
hold_buffers = 0
cts_setup_buffers = 0
cts_tree = "done"
ctsResizeCount = 0
h-tree-depth = 2
cts_inserted_buffers = 5
clockBufferDepth = 2
clk_latency_ns = 0.28
clk_transition_reported_paths_ns = 0.06
cts_sinks = 38
cts_root_buffer = "clkbuf_16"

[job]
cap_viol_max_count = 0
tool_warnings = 67

[status]
status = "finished clean"

[worst_hold_path]
min_path_type = "flop to flop"
registers in the layout (all words and copies together) (netlist names):
register / count
integrator: 18
prev_ptch_err: 10
tempI: 10
layout by cell type (no fill, tap or decap), types with 16 or more instances in the layout:
cell type        count
inv_1              243
ha_1               198
a21oi_1            122
nor2_1             107
xnor2_1            107
nand2_1             92
o21ai_0             91
fa_1                77
clkdlybuf4s50_1     53
xor2_1              41
a21o_1              40
nand3_1             39
nor3_1              38
dfrtp_1             38
o21a_1              33
o31ai_1             22
nand2b_1            21
buf_4               21
a21boi_0            19
or3_1               19
a211oi_1            18
nor2b_1             18
a31oi_1             17
mux2_2              16
layer usage:
layer,wire [µm],vias up
met2,14100,152
met5,0,-
met3,875,13
li1,-,5825
met4,172,0
met1,14600,5129
critical path: cells and delay by family:
kind / cells / cell delay, ns
simple gates: 9 / 2.16
mux: 1 / 0.22
xor+xnor: 3 / 0.76
fa+ha+maj: 7 / 2.84
buf+inv: 6 / 1.55
compound gates: 31 / 6.91
worst paths after layout:
path,endpoint,cells after the start,start
min in group asynchronous,tempI[3],2,rst_n
worst max register to register,integrator[2],18,integrator[1]
worst min-delay path,prev_ptch_err[4],2,tempI[4]
max in group asynchronous,integrator[6],2,rst_n
worst max-delay path,too_fast,57,ptch[15]
worst min register to register,prev_ptch_err[4],2,tempI[4]
kinds of logic after synthesis:
logic type,after synthesis
AOI/OAI and AO/OA,453
xor gates and xnor gates,150
adders and majority gates,277
buffers and inverters,297
DFF,38
muxes,27
and+or+nand+nor,418
through the flow:
| step | std cells | area [µm²] | setup slack, ns |
|---|---|---|---|
| after global placement | 2086 | 13800 | 5.30 |
| after floorplan | 1660 | 12800 | 7.79 |
| after CTS | 2094 | 14000 | 5.15 |
| after detailed placement | 2086 | 13800 | 5.20 |
| final | 2094 | 14000 | 5.17 |
| after global routing | 2094 | 14000 | 3.75 |
cell type report:
cell class                      instances  area share [%]
Clock buffer                            5           0.893
Sequential cell                        38            6.79
Multi-Input combinational cell       1325            76.9
Timing Repair Buffer                   76            4.99
Clock inverter                          3           0.322
Tap cell                              402            3.59
Inverter                              245            6.57
